==> ./design.v <==
module mem_receiver(
	input [31:0] read_data,
	input [1:0] Addr2Lsb,
	input [2:0] func3,
	output reg [31:0] load_word
	);
	wire [15:0] half_data;
	wire [7:0] byte_data;
	wire mem_byte_access, mem_half_access;
	wire load_sign;
    wire extent_type;
	assign mem_byte_access = (func3[1:0] == 2'b00);
	assign mem_half_access = (func3[1:0] == 2'b01);
	assign extent_type = func3[2]; 
	assign half_data = Addr2Lsb[1] ? read_data[31:16] : read_data[15:0];
	assign byte_data = Addr2Lsb[0] ? half_data[15:8] : half_data[7:0];
	assign load_sign = !extent_type & (mem_byte_access ? byte_data[7] : half_data[15]);
	always @(*) begin
		if(mem_byte_access)
			load_word = {{24{load_sign}}, byte_data};
		else if(mem_half_access)
			load_word = {{16{load_sign}}, half_data};
		else
			load_word = read_data;
	end
endmodule
module mem_transmitter (
	input [31:0] store_data,
	input [1:0] Addr2Lsb,
	input [2:0] func3,
	output reg [3:0] w_mask,  
	output reg [31:0] mem_wdata
	);
	wire mem_byte_access = (func3[1:0] == 2'b00);
	wire mem_half_access = (func3[1:0] == 2'b01);
	always @(*) begin	
		if(mem_byte_access) 
			case (Addr2Lsb)  
				2'b00: w_mask = 4'b0001; 
				2'b01: w_mask = 4'b0010;
				2'b10: w_mask = 4'b0100;
				2'b11: w_mask = 4'b1000;
			endcase	
		else
		if(mem_half_access)	 
			if(Addr2Lsb[1] == 0) w_mask = 4'b0011; 
			else 			     w_mask = 4'b1100;
		else w_mask = 4'b1111;  
	end	
	always @(*) begin
    if (mem_byte_access)
        mem_wdata = store_data << (8 * Addr2Lsb);
    else if (mem_half_access)
        mem_wdata = store_data << (16 * Addr2Lsb[1]);
    else
        mem_wdata = store_data;
end
endmodule
module bytewrite_tdp_ram_nc
#(
parameter NUM_COL = 4,
parameter COL_WIDTH = 8,
parameter ADDR_WIDTH = 6,  
parameter DATA_WIDTH = NUM_COL*COL_WIDTH  
) (
input clkA,
input enaA,
input [NUM_COL-1:0] weA,
input [ADDR_WIDTH-1:0] addrA,
input [DATA_WIDTH-1:0] dinA,
output [DATA_WIDTH-1:0] doutA
);
wire [5:0] addr = {addrA[5:2] , 2'b00};
reg [DATA_WIDTH-1:0] ram_block [(2**ADDR_WIDTH)-1:0];
	integer i;
    initial begin
        for (i = 0; i < (1 << ADDR_WIDTH); i = i + 1)
            ram_block[i] = {DATA_WIDTH{1'b0}};
    end
	always @ (posedge clkA) begin
		if(enaA) begin
			for(i=0; i<NUM_COL; i=i+1) begin
				if(weA[i]) begin
					ram_block[addr][i*COL_WIDTH +: COL_WIDTH] <= dinA[i*COL_WIDTH +: COL_WIDTH];
				end
			end
		end
	end
assign doutA = ram_block[addr];
endmodule  
module top_mem_sys(
    input clk,
    input ena,
    input [31:0] store_data,
    input [2:0] func3,
    input [5:0] addrA,
    output [31:0] load_data
);
wire [3:0]  w_mask;
wire [31:0] mem_wdata, mem_rdata;
wire [1:0] addr2lsb = addrA [1:0];
mem_transmitter tx (
    .store_data(store_data),
    .Addr2Lsb(addr2lsb),
    .func3(func3),
    .w_mask(w_mask),
    .mem_wdata(mem_wdata)
);
bytewrite_tdp_ram_nc mem (
    .clkA(clk),
    .enaA(ena),
    .weA(w_mask),
    .addrA(addrA),
    .dinA(mem_wdata),
    .doutA(mem_rdata)
);
mem_receiver rx (
    .read_data(mem_rdata),
    .Addr2Lsb(addr2lsb),
    .func3(func3),
    .load_word(load_data)
);
endmodule
==> ./run.sh <==
#!/bin/bash
# OpenROAD 26Q1-2900-gdf79404cd8, Yosys 0.63+post, stock flow scripts
make -C /OpenROAD-flow-scripts/flow DESIGN_CONFIG=/design/flow/config.mk WORK_HOME=/design/flow/orfs finish
==> ./config.mk <==
export PLATFORM = sky130hd
export DESIGN_NAME = top_mem_sys
export DESIGN_NICKNAME = top_mem_sys
export VERILOG_FILES = /design/flow/design.v
export SDC_FILE = /design/flow/constraint.sdc
export NUM_CORES = 4
export LEC_CHECK = 1
export CORE_UTILIZATION = 50
==> ./constraint.sdc <==
current_design top_mem_sys

set clk_period 14.2
set clk_io_pct 0.2

create_clock -name clk0 -period $clk_period [get_ports {clk}]

set non_clock_inputs [all_inputs -no_clocks]
set_input_delay [expr $clk_period * $clk_io_pct] -clock clk0 $non_clock_inputs
set_output_delay [expr $clk_period * $clk_io_pct] -clock clk0 [all_outputs]
==> results.cfg <==
; yosys + openroad results
[run_status]
status = finished, final reports clean

[grt]
antenna_found_initial = 0
grt_pass1_wl_mm = 83.4
grt_usage_pct = 30.6
grt.overflow.total = 0
grt_max_degree = 62
grt_pass1_vias = 12600

[worst_setup_path]
critPathRequiredTime_ns = 11.36
worstSetupStartpointType = input pin
worstSetupPathType = in2out
worstSetupEndpointType = primary output
arrival_ns = 7.19
path_max_fanout = 61

[yosys]
synthCells = 1202
synth-edff-count = 512
ys_sh_xor_pct = 0
ys_top_logic_family = multiplexers
yosys_cells = 1202
ys_seq_elements = 512
async_reset_ff_share_pct = 0
ys_sh_aoi_pct = 5.46
synth_warnings = 3
ys_area_mm2 = 0.0212
ys_sh_simple_pct = 5.37
ys_types = 55
ys_sh_mux_pct = 14.6
syn_area_per_cell_um2 = 17.6
ff_type = edfxtp_1
yosysSeqAreaShare_pct = 72.5
ys_sh_adder_pct = 0
synthesis.area_mm2 = 0.0212

[timing]
period_used_pct = 70.7
hold_viol_final = 0
tightest_slew_ns = 0.996
final_max_slew_viol_count = 0
finalCriticalPeriod_ns = 10.03
maxSlewHeadroom_pct = 33.5
finalSetupViolCount = 0
setup_tns_ns = 0
fmax_ghz = 0.0997
rsz0062_at_grt = false

[place]
gp_congestion = 0.957
io_buffers = 74
hpwl_mm = 37.2

[final_layout]
reg_top3 = mem.ram_block x512
fillers = 3163
drive_gt1_share_pct = 20.1
area_delta_synth_final_pct = 16.0
top_register = mem.ram_block
largest_register_ffs = 512

[detailed_routing]
drc = 0
diodes = 0
via_per_inst = 6.12
drt_wl_total_mm = 57.9
wire_per_inst_um = 29.8
vias = 11900
dr.pass1.iters = 5
antenna_left = 0
drtIter0Drc = 860

[die]
fp-utilization_pct = 50.7
chipHeight_um = 208
ios = 75
dieWidth_um = 208
coreArea_mm2 = 0.0419
fp-row-count = 75
dieArea_mm2 = 0.0432

[clock_network]
cts_setup_buffers = 0
cts_made_buffers = 52
ctsHoldBuffers = 0
cts.sinks = 512
clockRootBuffer = clkbuf_16
h-tree-depth = 2
cts.clk_slew.worst_paths_ns = 0.06
cts_tree = done
cts_resized = 0
clk_path_buf_depth = 3

[power_and_ir_drop]
power_mw = 3.28
leakage_nw = 8.13
ir_drop_uv = 141
power.density_mw_per_mm2 = 133

[flow_run]
drv_cap = 0
warnings = 25

[hold_path]
hold_class = in2reg
[layout by cell type (no fill, tap or decap), types with 8 or more instances in the layout]
cell type,n
nor2b_1,18
nor3_1,16
clkdlybuf4s50_1,69
o21ai_0,21
mux4_2,75
clkinv_1,13
buf_4,110
nand3b_1,8
edfxtp_1,512
o22ai_1,54
clkbuf_16,53
mux2i_1,138
clkinv_2,9
nand3_1,12
nand2_1,70
o221ai_1,11
clkbuf_1,13
a221o_1,8
a21oi_1,27
nor2_1,74
[cell families after synthesis]
| family | after synthesis |
|---|---|
| mux | 216 |
| simple gates | 234 |
| flops | 512 |
| buf+inv | 77 |
| compound gates | 163 |
[cell usage after synthesis, drive strengths merged (3+ instances only)]
library cell  instances  area share, %
a211oi               11           0.59
a21oi                27           0.64
a221o                 8           0.38
a22oi                 6           0.21
and2                  6           0.18
buf                  47            1.5
clkbuf               26           0.46
edfxtp              512             72
mux2                  3           0.16
mux2i               138            6.5
mux4                 75            8.0
nand2                70            1.2
nand2b                3          0.088
nand3                12           0.28
nand3b                8           0.28
nor2                 74            1.3
nor2b                18           0.53
nor3                 20           0.57
nor4                  5           0.28
nor4b                 3           0.12
o211ai                3           0.11
o21ai                21           0.50
o221ai               11           0.45
o22ai                54            1.6
o31ai                 6           0.30
or3                   6           0.18
or3b                  4           0.17
[per-stage QoR]
step / setup slack (ns) / std cells / util, % / hold WS (ns) / instance area (um^2)
after floorplan: 6.76 / 1202 / - / 3.26 / 21200
after global placement: 4.17 / 1851 / 55.0 / 3.76 / 23000
after detailed placement: 4.17 / 1851 / 55.0 / 3.77 / 23000
after CTS: 4.14 / 1944 / 58.8 / 3.14 / 24600
after global routing: 3.90 / 1944 / 58.8 / 3.21 / 24600
final: 4.17 / 1944 / 58.8 / 3.17 / 24600
[report_power, final]
part	total [mW]	switching [mW]	leakage, nW	internal (mW)
Combinational	0.284	0.174	2.85	0.109
Clock	1.29	0.549	0.781	0.736
Sequential	1.71	0.00497	4.49	1.71
[worst paths after layout]
| path | to | slack [ns] | depth (start not counted) | start |
|---|---|---|---|---|
| worst max-delay path | load_data[10] | 4.17 | 10 | addrA[2] |
| worst min-delay path | mem.ram_block[8][26] | 3.17 | 4 | store_data[26] |
[critical path: stages]
cell and delay [ns]:
buf_8 0.49, buf_4 0.62, buf_4 0.69, mux2i_1 0.26, o22ai_1 0.11, nor4_2 0.71, a211oi_1 0.22, o31ai_2 0.50
nand3_1 0.14, clkdlybuf4s50_1 0.50
[routing by layer]
| metal | part of all wire (%) | global-route usage [%] |
|---|---|---|
| met5 | 0.36 | 6.45 |
| met4 | 4.3 | 10.7 |
| met3 | 16 | 18.9 |
| met2 | 46 | 42.8 |
| met1 | 34 | 42.0 |
[cell type report]
type                    instances  area, um^2  share of cell area (%)
well taps                     539         674                    2.74
clock buffers                  66        1380                    5.59
inverters                       4        15.0                  0.0610
repair buffers                183        1550                    6.29
flip-flops and latches        512       15400                    62.5
clock inverters                27         211                   0.860
multi-input cells             613        5400                    22.0
Power and IR drop assume default switching activity.
